File: design.v
module entrada_cedula(
	input ok,
	input [2:0] state_entrada,
	output reg atividade,
	input [2:0]entrada_nota,
	output reg [7:0]valor_saida,
	output reg [2:0] erro_code
);
parameter zero =3'b000, dois=3'b001, cinco =3'b010, dez=3'b011, vinte = 3'b100, cinquenta = 3'b101, cem =3'b110, duzentos = 3'b111;
always @(entrada_nota, ok)
begin
	if ((state_entrada == 3'b000) && (ok))
		begin 
			case(entrada_nota)
				zero:
					begin
					valor_saida = 8'b00000000;
					erro_code = 3'b000;
					atividade =1;
					end
				dois:
					begin
					valor_saida = 8'b00000010;
					erro_code = 3'b000;
					atividade=1;
					end
				cinco:
					begin
					valor_saida = 8'b00000101;
					erro_code = 3'b000;
					atividade=1;
					end
				dez:
					begin
					valor_saida = 8'b00001010;
					erro_code=3'b000;
					atividade=1;
					end
				vinte:
					begin
					valor_saida = 8'b00010100;
					erro_code = 3'b001;
					atividade=1;
					end
				cinquenta:
					begin
					valor_saida= 8'b00110010;
					erro_code = 3'b001;
					atividade=1;
					end
				cem:
				begin
					valor_saida=8'b01100100;
					erro_code = 3'b001;
					atividade=1;
				 end
				duzentos:
				begin
						 valor_saida=8'b11001000;
						 erro_code = 3'b001;
						 atividade=1;
				end
				default:
				begin
					valor_saida = 8'b00000000;
					erro_code = 3'b001;
					atividade=1;
				end
				endcase
		end
	if ((state_entrada == 3'b000) && (!ok))
		begin 
			case(entrada_nota)
				zero:
					begin
					valor_saida = 8'b00000000;
					erro_code = 3'b000;
					atividade =0;
					end
				dois:
					begin
					valor_saida = 8'b00000010;
					erro_code = 3'b000;
					atividade=1;
					end
				cinco:
					begin
					valor_saida = 8'b00000101;
					erro_code = 3'b000;
					atividade=1;
					end
				dez:
					begin
					valor_saida = 8'b00001010;
					erro_code=3'b000;
					atividade=1;
					end
				vinte:
					begin
					valor_saida = 8'b00010100;
					erro_code = 3'b001;
					atividade=1;
					end
				cinquenta:
					begin
					valor_saida= 8'b00110010;
					erro_code = 3'b001;
					atividade=1;
					end
				cem:
				begin
					valor_saida=8'b01100100;
					erro_code = 3'b001;
					atividade=1;
				 end
				duzentos:
				begin
						 valor_saida=8'b11001000;
						 erro_code = 3'b001;
						 atividade=1;
				end
				default:
				begin
					valor_saida = 8'b00000000;
					erro_code = 3'b001;
					atividade=0;
				end
				endcase
	end	
else
		begin
			valor_saida=8'b00000000;
			erro_code = 3'b000;
			atividade=1;
		end
end
endmodule
File: constraint.sdc
current_design entrada_cedula

set clk_period 3.0
set clk_io_pct 0.2

create_clock -name clk0 -period $clk_period

set non_clock_inputs [all_inputs -no_clocks]
set_input_delay [expr $clk_period * $clk_io_pct] -clock clk0 $non_clock_inputs
set_output_delay [expr $clk_period * $clk_io_pct] -clock clk0 [all_outputs]
File: config.mk
export PLATFORM = sky130hd
export DESIGN_NAME = entrada_cedula
export DESIGN_NICKNAME = entrada_cedula
export VERILOG_FILES = /design/flow/design.v
export SDC_FILE = /design/flow/constraint.sdc
export NUM_CORES = 4
export LEC_CHECK = 1
export CORE_AREA = 10 10 70 70
export DIE_AREA = 0 0 80 80
File: run.sh
#!/bin/bash
# OpenROAD 26Q1-2900-gdf79404cd8, Yosys 0.63+post, stock flow scripts
make -C /OpenROAD-flow-scripts/flow DESIGN_CONFIG=/design/flow/config.mk WORK_HOME=/design/flow/orfs finish
==> flow.log <==
[flow] final metrics
INFO  metric power_frac_clock = 0
INFO  metric peakVddDrop = ~25 uV
INFO  metric design.die.area = 6400 um^2
INFO  metric fmaxAchievable = approximately 340 MHz
INFO  metric critPathKind = primary input to output pin
INFO  metric layout_top_cell = sky130_fd_sc_hd__clkdlybuf4s50_1
INFO  metric final-hold-violation-count = 0
INFO  metric relative_contribution_of_sequential_cells_to_total_power = 0
INFO  metric power_density = 61.34 nW/um^2
INFO  metric grt_pass1_vias = ~230
INFO  metric synth.cellmix.compoundShare = 0.02548
INFO  metric area.combinational = approximately 170 um^2
INFO  metric clock_buffer_count = 0
INFO  metric total_switching_power = between 0.00001 and 0.000015 W
INFO  metric grt.total_usage = 0.02217
INFO  metric synth.distinct_cells = 14
INFO  metric cp-start-kind = primary input
INFO  metric place_worst_setup_slack = 0.09155 ns
INFO  metric crit_path_top_delay_cell = sky130_fd_sc_hd__or4_4
INFO  metric detailedRoute.firstPassIterationCount = 3
INFO  metric boundaryPins = 19
INFO  metric fp-utilization = 0.05751
INFO  metric mux_share = 0.05096
INFO  metric synthesis.instances = 25
INFO  metric vias = ~210
INFO  metric gpl.final_weighted_congestion = between 0.7 and 0.8
INFO  metric hpwl = between 600 and 700 um
INFO  metric result_of_the_run = completed
INFO  metric worst_ep_required_time = roughly 2.4 ns
INFO  metric yosys.area_share.adder = 0.3185
INFO  metric route.final.wire_length = about 720 um
INFO  metric floorplan.die.height = 80 um
INFO  metric route.antenna.remaining_nets = 0
INFO  metric warning_count = 36
INFO  metric final_period_minus_worst_setup_slack = 2.904 ns
INFO  metric timing.critical_path.cells = clkdlybuf4s50_1 -> or4_4 -> nor3b_2 -> clkdlybuf4s50_1
INFO  metric first_pass_grt_wire_length = 1179 um
INFO  metric area.growth.synth_to_final = 112.1%
INFO  metric seq_cell_area = 0 um^2
INFO  metric nFillCells = roughly 410
INFO  metric data_arrival_critical_path = ~2.3 ns
INFO  metric drive_gt1_frac = 0.09756
INFO  metric detail_route.wl_per_cell = 8.310 um
INFO  metric syn_area = slightly below 200 um^2
INFO  metric power.static_leakage = roughly 0.17 nW
INFO  metric drt-initial-drc-count = 3
INFO  metric maximum_number_of_pins_on_one_net_before_global_route_repair = 10
INFO  metric area_of_the_placeable_core = 3416 um^2
INFO  metric rows = 21
INFO  metric cp_max_fo = 3
INFO  metric worstHoldPathType = primary input to output pin
INFO  metric synth_simple_gate_area_share = 0.4522
INFO  metric maxSlewViolCount = 0
INFO  metric ctsResizeCount = 0
INFO  metric area_fraction_in_xor_and_xnor_cells = 0
INFO  metric io_buffers = 17
INFO  metric route.detailed.vias_per_inst = about 2.5
INFO  metric yosys-stat-cells = 25
INFO  metric postSynthSeqShare = 0
INFO  metric kind_of_end_point_of_the_critical_path = output pin
INFO  metric setup_viol = 0
INFO  metric die_w = ~80 um
INFO  metric drc = 0
INFO  metric insertedDiodeCount = 0
INFO  metric max_cap_viol_count = 0
INFO  metric cts_setup_buffers = 0
INFO  metric switching_share = 0.4080
INFO  metric timing.critical_path.mode_cell = sky130_fd_sc_hd__clkdlybuf4s50_1
INFO  metric number_of_antenna_violations_at_the_first_check_in_global_routing = 0
INFO  metric holdBufCountCts = 0
INFO  metric cp_slowest_stage_delay = 0.56 ns
INFO  metric grt_overflow_total = 0
INFO  metric setup_repair_after_global_routing_missed_its_margin = no
INFO  metric synth_warnings = 1
INFO  metric p_int = approximately 0.000015 W
INFO  metric fin_worst_setup_slack = slightly below 0.1 ns
INFO  metric comb_power_share = 1.000
INFO  metric layout.sequential_cells = 0
INFO  metric tns = 0 ns
INFO  metric topCombFamilyByArea = simple AND/OR/NAND/NOR gates
INFO  metric yosys.stat.chipArea = around 200 um^2
INFO  metric lay_top_cells = sky130_fd_sc_hd__clkdlybuf4s50_1 (17), sky130_fd_sc_hd__ha_1 (5), sky130_fd_sc_hd__and3_1 (4)
INFO  metric post-route-period-util = 0.9680
INFO  metric synth.avg_cell_area = slightly below 8 um^2
-- power groups by stage --
stage	clock (W)	sequential (W)	combinational [W]
6_report	0	0	0.0000256
5_1_grt	0	0	0.0000291
4_1_cts	0	0	0.0000260
-- metal layers --
metal / global-route usage / part of all wire
met5: 0 / 0
met4: 0 / 0
met3: 0.01477 / 0.22
met2: 0.02087 / 0.18
met1: 0.03757 / 0.60
-- path summary, 6_finish.rpt --
path	slack, ns	end	cells past startpoint	from
max	0.1	valor_saida[0]	4	state_entrada[1]
min	2.25	valor_saida[6]	3	entrada_nota[1]
-- logic make-up (layout without fill, tap and decap cells) --
logic type / after synthesis / count (layout)
AND/OR/NAND/NOR: 12 / 12
other: 1 / 2
adder cells (fa/ha/maj): 5 / 5
AND-OR/OR-AND: 1 / 1
multiplexers: 1 / 1
buffers and inverters: 5 / 20
-- through the flow --
stage	instances	total power, W	util	area [um^2]	hold WS, ns
final	87	0.00002556	0.1220	416.7	2.253
after global routing	87	0.00002913	0.1220	416.7	2.315
after CTS	87	0.00002602	0.1220	416.7	2.257
after detailed placement	87	0.00002572	0.1220	416.7	2.255
after global placement	87	0.00002550	0.1220	416.7	2.259
after floorplan	26	0.00001036	-	200.2	1.279
-- critical path: cells and delay by family --
family,cells,cell delay [ns]
AND/OR/NAND/NOR,2,0.76
buffers and inverters,2,0.94
-- final cells by class --
cell class / instances / area share
well taps: 46 / 0.1381
repair buffers: 18 / 0.4264
inverters: 2 / 0.01802
multi-input cells: 21 / 0.4174
-- cells in the mapped netlist --
cell type / instances / area share
sky130_fd_sc_hd__ha_1: 5 / 0.32
sky130_fd_sc_hd__and3_1: 4 / 0.13
sky130_fd_sc_hd__and2_1: 2 / 0.064
sky130_fd_sc_hd__buf_4: 2 / 0.076
sky130_fd_sc_hd__inv_1: 2 / 0.038
sky130_fd_sc_hd__nor2_1: 2 / 0.038
sky130_fd_sc_hd__a21oi_1: 1 / 0.025
sky130_fd_sc_hd__clkbuf_1: 1 / 0.019
sky130_fd_sc_hd__conb_1: 1 / 0.019
sky130_fd_sc_hd__mux2i_1: 1 / 0.051
sky130_fd_sc_hd__nand3b_1: 1 / 0.038
sky130_fd_sc_hd__nor3b_2: 1 / 0.064
sky130_fd_sc_hd__nor4_2: 1 / 0.064
sky130_fd_sc_hd__or4_4: 1 / 0.057
Power is estimated from default activity; no workload was simulated.
