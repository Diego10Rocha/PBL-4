==> design/flow/design.v <==
module counter_byte(
	input clk,
	input rstn,
	output reg[3:0] out
);
always @(posedge clk)
	begin
	if (!rstn)
	out = 0;
	else
	out = out + 1;
	end
endmodule
==> design/flow/run.sh <==
#!/bin/bash
# OpenROAD 26Q1-2900-gdf79404cd8, Yosys 0.63+post, stock flow scripts
make -C /OpenROAD-flow-scripts/flow DESIGN_CONFIG=/design/flow/config.mk WORK_HOME=/design/flow/orfs finish
==> design/flow/config.mk <==
export PLATFORM = sky130hd
export DESIGN_NAME = counter_byte
export DESIGN_NICKNAME = counter_byte
export VERILOG_FILES = /design/flow/design.v
export SDC_FILE = /design/flow/constraint.sdc
export NUM_CORES = 4
export LEC_CHECK = 1
export CORE_AREA = 10 10 70 70
export DIE_AREA = 0 0 80 80
==> design/flow/constraint.sdc <==
current_design counter_byte

set clk_period 1.2
set clk_io_pct 0.2

create_clock -name clk0 -period $clk_period [get_ports {clk}]

set non_clock_inputs [all_inputs -no_clocks]
set_input_delay [expr $clk_period * $clk_io_pct] -clock clk0 $non_clock_inputs
set_output_delay [expr $clk_period * $clk_io_pct] -clock clk0 [all_outputs]
==> results.txt <==
Notes on the flow run.

- The run finished with clean final reports.
- The final core utilization is 8.278%, for reference.
- By area the synthesized netlist is led by sky130_fd_sc_hd__dfxtp_1, sky130_fd_sc_hd__and2_1, sky130_fd_sc_hd__ha_1.
- Per the OpenROAD floorplan log, the area of the die is between 0.006 and 0.007 sq mm.
- The standard cell with the maximum stage delay on the critical path is sky130_fd_sc_hd__dfxtp_2, for reference.
- Setup repair after global routing left no endpoint under its margin.
- The stage delay of the slowest cell on the critical path is ~320 ps, for reference.
- The final critical-path share of the clock period is approximately nine tenths, for reference.
- The number of remaining DRC errors is 0, for reference.
- The via count of the first global-routing pass is around 120, for reference.
- Yosys reported a register bit count of 4.
- Dividing the detail-routed via count by the number of cells gives 1.721.
- The worst VDD IR drop from the latest analysis is roughly 0.38 mV.
- In the post-route report, total wirelength is listed as 380 microns.
- The die boundary width is 80 microns, for reference.
- For the worst setup path, the data required time is approximately 960 ps.
- On the critical path the data arrives at 820 ps.
- The synthesized netlist cell count is 13, for reference.
- The clock net sink count is 4, for reference.
- The critical path in this run is classified as flip-flop to primary output.
- The largest net degree at the start of global routing is 6, for reference.
- The number of buffers added to fix hold violations after cts is 0, for reference.
- The max capacitance violation total is 0, for reference.
- The TritonCTS clock tree is built, for reference.
- In this run, the number of DRC markers left after iteration 0 of detailed routing was 10.
- Listed in order, past its start point the critical path passes dlygate4sd2_1.
- The most critical min-delay path falls under flip-flop to flip-flop.
- The detail route stage leaves a number of antenna-violating nets equal to 0.
- The flow measured a signed area growth from synthesis to layout of 94.83%.
- The final timing report lists a hold violation count of 0.
- The layout summary lists the proportion of cells stronger than drive strength 1 as 36.36%.
- The global router's overall resource usage is 1.273%, for reference.
- The leakage component of the power was reported as roughly 0.13 nW.
- The maximum buffer depth of the clock tree is 2, for reference.
- The latest clock arrival within the worst-skew pair is roughly 230 ps, for reference.
- Together, buffers and inverters on the worst path number 1.
- STA lists the maximum fanout along the critical path as 4.
- The cell sitting at the root of the clock tree is a sky130_fd_sc_hd__clkbuf_4.
- The slew of the pin with the lowest slew margin is around 150 ps, for reference.
- The total power after layout is 0.3471 mW, for reference.
- The smallest hold slack is around 430 ps, for reference.
- For this run, the detailed router's first-pass iteration total came to 3.
- Per the gpl log, the routability congestion estimate is roughly 0.6.
- After layout, the setup clock skew is reported as between 0.15 and 0.2 ps.
- STA classifies the critical path startpoint as a flip-flop.
- The maximum clock frequency is roughly 0.94 GHz, for reference.
- The core region is roughly 0.0034 sq mm.
- The number of fillers in the final layout is 415, for reference.
- The count of pins on the block boundary is 6, for reference.
- The yosys cell count is 13, for reference.
- Summed over all instances, the cell type with the most area after synthesis is sky130_fd_sc_hd__dfxtp_1.
- The final critical-path required period is ~1100 ps, for reference.
- The cell area after synthesis is 145.1 sq um, for reference.
- Row generation in the floorplan step produced 21 rows.
- The number of buffers created by CTS is 3, for reference.
- Global routing finished with a remaining overflow of 0.
- STA classifies the critical path endpoint as a primary output.
- The max-slew check reports its worst relative slack as 90.00%.
- The clock input transition at the sequential cells of the worst setup and hold paths is around 40 ps, for reference.
- The total count of max-transition violations in the final report is 0, for reference.
- The register with the most flip-flops in the layout has 4 of them.
- The count of vias placed by the detailed router is about 120, for reference.
- The family with the most delay on the worst path is flip-flops, for reference.
- The global-route wire length before repair is about 580 microns, for reference.
- The average wire length per cell after detail routing is roughly 5.6 microns, for reference.
- In this run the tools logged warnings totalling 25.
- The count of distinct cell types in the synthesized netlist is 9, for reference.
- The final count of negative-setup-slack endpoints is 0, for reference.
- After synthesis, the mean cell area works out to ~11 sq um.
- The H-tree depth reported by CTS is 1, for reference.
- In the Yosys report, the sequential cells make up 55.17% of the chip area.
- The final layout reports a setup TNS of 0 ps.
- Summed over its instances, the top area cell type makes up 55.17% of the synthesized netlist area.
- The port buffer count is 5, for reference.
- The die is roughly 80 microns tall.
- Before placement the cells fill around 4.2% of the core.
- The number of antenna violations at the first check in global routing is 0, for reference.
- The total of warnings raised by yosys is 1, for reference.
- Per the detail_route report, inserted antenna diodes total 0.
- The setup check on the worst reg-to-reg path leaves a slack of slightly below 300 ps.
- In the synthesis report, Yosys lists the chip area as ~150 sq um.
- Total power normalized to cell area comes to around 1200 mW/mm^2.
==> what timing repair did <==
action / CTS / global route
buffers inserted: 1 / 0
gates resized: 8 / 0
endpoints found under the setup margin: 4 / 0
==> per-layer routing <==
layer | share of wire [%] | global-route usage [%] | wire length (microns) | up-vias
met4 | 0 | 0.5282 | 0 | 0
met2 | 24 | 0.8026 | 91 | 8
met3 | 16 | 1.705 | 62 | 0
met5 | 0 | 0 | 0 | -
li1 | - | - | - | 61
met1 | 59 | 1.790 | 226 | 48
==> final timing paths <==
| check | startpoint | to | cells past startpoint |
|---|---|---|---|
| worst max register to register | out[0]$_SDFF_PN0_ | out[2]$_SDFF_PN0_ | 3 |
| worst min register to register | out[0]$_SDFF_PN0_ | out[0]$_SDFF_PN0_ | 1 |
| worst min-delay path | out[0]$_SDFF_PN0_ | out[0]$_SDFF_PN0_ | 1 |
| worst max-delay path | out[0]$_SDFF_PN0_ | out[0] | 1 |
==> cell families (layout without fill, tap and decap cells) <==
group,Yosys count,count (layout),share of synthesized area (%)
xor+xnor,1,1,6.036
mux,1,1,6.897
flops,4,4,55.17
buf+inv,0,9,0
fa+ha+maj,1,1,8.619
simple gates,6,6,23.27
==> through the flow <==
step	setup slack [ps]	instances	cell area, sq um
floorplan	324.1	13	145.1
global placement	98.85	64	252.7
detailed placement	86.94	64	252.7
CTS	132.2	68	282.8
global route	103.8	68	282.8
finish	136.2	68	282.8
==> report_power, final <==
| part | internal, mW | switching, mW | total, mW | leakage [nW] |
|---|---|---|---|---|
| sequential | 0.144 | 0.00665 | 0.151 | 0.0343 |
| clock | 0.112 | 0.0527 | 0.164 | 0.0138 |
| combinational | 0.0205 | 0.0114 | 0.0318 | 0.0792 |
==> cell usage after synthesis <==
library cell,number
sky130_fd_sc_hd__dfxtp_1,4
sky130_fd_sc_hd__nand3_1,1
sky130_fd_sc_hd__xor2_1,1
sky130_fd_sc_hd__nand2b_1,1
sky130_fd_sc_hd__nand2_1,1
sky130_fd_sc_hd__mux2i_1,1
sky130_fd_sc_hd__and2_1,2
sky130_fd_sc_hd__nor2b_1,1
sky130_fd_sc_hd__ha_1,1
==> final cells by class <==
class	count	area, sq um	share of cell area (%)
multi-input cells	9	65.06	23.01
flip-flops and latches	4	85.08	30.09
clock buffers	3	22.52	7.965
repair buffers	6	52.55	18.58
well taps	46	57.56	20.35
==> placed cells by master, fill, tap and decap left out <==
| cell | instances |
|---|---|
| sky130_fd_sc_hd__dfxtp_2 | 4 |
| sky130_fd_sc_hd__dlygate4sd2_1 | 4 |
| sky130_fd_sc_hd__clkbuf_4 | 3 |
| sky130_fd_sc_hd__and2_1 | 2 |
| sky130_fd_sc_hd__nor2b_1 | 1 |
| sky130_fd_sc_hd__xor2_1 | 1 |
| sky130_fd_sc_hd__nand2b_1 | 1 |
| sky130_fd_sc_hd__nand2_1 | 1 |
| sky130_fd_sc_hd__nand3_1 | 1 |
| sky130_fd_sc_hd__mux2i_1 | 1 |
| sky130_fd_sc_hd__ha_1 | 1 |
| sky130_fd_sc_hd__clkdlybuf4s50_1 | 1 |
| sky130_fd_sc_hd__buf_4 | 1 |
No activity file was given, so power comes from the tool's default toggle rates.
