**design.v**
```verilog
module modoLavagem (
    button,
    reset,
    currentState
);
    input button,reset;
    output reg [2:0]currentState;
    always @(posedge button or posedge reset) begin
        if(reset == 1'b1) begin
            case(currentState)
                3'b000: currentState = 3'b000;
                3'b001: currentState = 3'b000;
                3'b010: currentState = 3'b000;
                3'b011: currentState = 3'b000;
                3'b100: currentState = 3'b000;
                default: currentState = 3'b000;
            endcase
        end else if(button == 1'b1) begin
            case(currentState)
                3'b000: currentState = 3'b001;
                3'b001: currentState = 3'b010;
                3'b010: currentState = 3'b011;
                3'b011: currentState = 3'b100;
                3'b100: currentState = 3'b001;
                default: currentState = 3'b000;
            endcase
        end
    end 
endmodule 
```
**run.sh**
```bash
#!/bin/bash
# OpenROAD 26Q1-2900-gdf79404cd8, Yosys 0.63+post, stock flow scripts
make -C /OpenROAD-flow-scripts/flow DESIGN_CONFIG=/design/flow/config.mk WORK_HOME=/design/flow/orfs finish
```
**config.mk**
```make
export PLATFORM = sky130hd
export DESIGN_NAME = modoLavagem
export DESIGN_NICKNAME = modoLavagem
export VERILOG_FILES = /design/flow/design.v
export SDC_FILE = /design/flow/constraint.sdc
export NUM_CORES = 4
export LEC_CHECK = 1
export CORE_AREA = 10 10 70 70
export DIE_AREA = 0 0 80 80
export SYNTH_HDL_FRONTEND = slang
```
**constraint.sdc**
```tcl
current_design modoLavagem

set clk_period 1.2
set clk_io_pct 0.2

create_clock -name clk0 -period $clk_period [get_ports {button}]

set non_clock_inputs [all_inputs -no_clocks]
set_input_delay [expr $clk_period * $clk_io_pct] -clock clk0 $non_clock_inputs
set_output_delay [expr $clk_period * $clk_io_pct] -clock clk0 [all_outputs]
```
==> Slide: Implementation Results <==
Physical Implementation Snapshot

Route
  • Initial DRC count: 33
  • Drt drc: 0
  • DRT antenna net count: 0
  • Wire length per cell: 6.29 um
  • Final wirelength: 484 um
  • Vias post-DR: 168
  • Vias per cell: 2.18
  • Detailed Routing Iterations Pass 1: 4
  • N_diodes: 0

Floorplanning
  • Core Rows: 21
  • Initial Util: 4.32%
  • Number of placed I/O pins: 5
  • Width of the die: 80 um
  • Core area: 3420 um^2
  • Die height: 80 um
  • Chip area: 6400 um^2

Global route
  • First-pass GRT wire length: 897 um
  • Largest net degree at the start of global routing: 6
  • Number of global-route vias before repair: 276
  • Initial antenna violation count: 0
  • Grt met1 use: 1.27%
  • Gr usage total: 1.95%
  • Total grt overflow: 0
  • GR peak layer: met3
  • Met3 GRT Util: 4.20%
  • GR Util met2: 0.803%

Logic synthesis
  • Main area contributors: dfrtp_1, nand2b_1, mux2i_1, o311ai_1, or3b_1
  • Synth area leader: dfrtp_1
  • Top cell area share: 50.8%
  • Dominant flop cell: dfrtp_1
  • Post-Synthesis Cells: 14
  • Count leader, synth: dfrtp_1
  • Synth async-reset ratio: 100%
  • Post-synth top cells: dfrtp_1, nand2b_1
  • Sequential cell area fraction in the yosys report: 50.8%
  • Yosys Chip Area: 148 um^2
  • Avg Synthesized Cell Area: 10.5 um^2
  • Yosys cell count: 14
  • Yosys warning total: 0
  • Yosys reg bits: 3
  • Post-synthesis cell area: 148 um^2
  • EDFF count, synth: 0
  • Synth unique cells: 11

Worst setup path
  • Crit-path cells: clkdlybuf4s15_1
  • Critical Path RT: 0.96 ns
  • Crit Path Max Fanout: 2
  • Flop2flop setup slack: 0.12 ns
  • Setup crit start kind: register
  • CP delay by family, top: flip-flops
  • Slowest CP cell: dfrtp_1
  • CP max stage delay: 0.36 ns
  • Buffers & Inverters on Critical Path: 1
  • Worst Path Arrival: 0.89 ns
  • CP Capture Type: primary output
  • Setup Crit Path Kind: reg -> out

Cells and area
  • Area growth syn-to-layout: 124%
  • Max reg flops: 3
  • Core Util, Final: 9.67%
  • Layout cells sized above 1: 41.9%

STA
  • Setup Skew: 0.000507 ns
  • Slew @ Worst Pin: 0.212 ns
  • Fmax: 886 MHz
  • Tmin final: 1.13 ns
  • Slew margin rel.: 85.7%
  • Slew Limit Fails: 0
  • Setup TNS: 0 ns
  • Tcrit/Tclk final: 94.0%
  • Hold Violations, Final: 0
  • RSZ-0062 raised after global routing: no
  • # setup viols final: 0
  • Post-route setup slack: 0.0718 ns

CTS
  • Clock Latency Late Sink: 0.35 ns
  • Clock-pin slew on the worst setup and hold paths: 0.04 ns
  • CTS tree: built

Place
  • GPL Wtd Cong: 0.668
  • Place WS: 0.129 ns
  • Port bufs: 4
  • Post-DP HPWL: 279 um

Flow run
  • Tool warnings: 33
  • Max_cap viols: 0

Power
  • Max IR drop VDD: 0.360 mV
  • Pwr per Cell Area: 2870 nW/um^2
  • Leak pwr: 0.000139 uW

Run status
  • Status: complete, no violations

Worst hold path
  • Hold crit path type: clk -> reg
-- power breakdown --
part	total [uW]	internal, uW	switching (uW)	leakage (uW)
Clock	571	373	199	0.0000520
Sequential	174	152	22.5	0.0000373
Combinational	204	131	72.8	0.0000494
-- cell families (layout without fill, tap and decap cells) --
kind of cell / Yosys count / count (layout) / share of synthesized area [%]
simple gates: 7 / 7 / 30.5
buf+inv: 1 / 18 / 2.54
compound gates: 2 / 2 / 9.32
mux: 1 / 1 / 6.78
flops: 3 / 3 / 50.8
-- timing repair --
action,CTS,global route
setup endpoints to repair,3,5
gates cloned,0,0
pin swaps,0,1
gates resized,4,3
buffers inserted,2,0
hold buffers,0,0
-- metrics by stage --
stage / instance area [um^2] / cells / total power (uW) / hold slack [ns]
after detailed placement: 268 / 67 / 504 / 0.0927
after global routing: 330 / 77 / 1070 / 0.0223
after CTS: 340 / 78 / 989 / 0.0169
after global placement: 268 / 67 / 497 / 0.0927
after floorplan: 148 / 14 / 331 / -0.00636
final: 330 / 77 / 949 / 0.00695
-- layout make-up --
class	count	area (um^2)
clock buffer	9	60.1
fill	407	3090
inverter	1	3.75
multi-input combinational	10	68.8
sequential	3	75.1
tap	46	57.6
timing repair buffer	8	65.1
-- metal layers --
metal / share of wire (%) / vias to the layer above / routed length [um]
li1: - / 81 / -
met1: 38 / 71 / 184
met2: 26 / 12 / 124
met3: 31 / 4 / 148
met4: 5.6 / 0 / 27
met5: 0 / - / 0
-- final timing paths --
path | start | end | cells after the start
setup / recovery | currentState[1]$_DFFE_PP0P_ | currentState[1] | 1
hold / removal | button | currentState[2]$_DFFE_PP0P_ | 3
setup reg to reg | currentState[0]$_DFFE_PP0P_ | currentState[1]$_DFFE_PP0P_ | 3
hold reg to reg | currentState[2]$_DFFE_PP0P_ | currentState[2]$_DFFE_PP0P_ | 2
max in group asynchronous | reset | currentState[2]$_DFFE_PP0P_ | 2
min in group asynchronous | reset | currentState[1]$_DFFE_PP0P_ | 2
-- layout by cell type (no fill, tap or decap) --
cell type / Yosys / final
or3b_1: 1 / 1
clkbuf_4: 0 / 7
and2_2: 1 / 1
o21ai_0: 1 / 1
inv_1: 1 / 1
or2b_1: 1 / 1
buf_4: 0 / 4
mux2i_1: 1 / 1
clkdlybuf4s15_1: 0 / 2
clkbuf_1: 0 / 2
clkbuf_2: 0 / 1
nand2_1: 1 / 1
nand3_1: 1 / 1
nand2b_1: 2 / 2
clkdlybuf4s50_1: 0 / 1
dfrtp_1: 3 / 3
o311ai_1: 1 / 1
Power figures rest on the tool's default switching activity, not on a simulated workload.
